**./run.sh**
```bash
#!/bin/bash
# OpenROAD 26Q1-2900-gdf79404cd8, Yosys 0.63+post, stock flow scripts
make -C /OpenROAD-flow-scripts/flow DESIGN_CONFIG=/design/flow/config.mk WORK_HOME=/design/flow/orfs finish
```
**./config.mk**
```make
export PLATFORM = sky130hd
export DESIGN_NAME = sht1x_sensor
export DESIGN_NICKNAME = sht1x_sensor
export VERILOG_FILES = /design/flow/design.v
export SDC_FILE = /design/flow/constraint.sdc
export NUM_CORES = 4
export LEC_CHECK = 1
export CORE_UTILIZATION = 40
```
**./constraint.sdc**
```tcl
current_design sht1x_sensor

set clk_period 3.6
set clk_io_pct 0.2

create_clock -name clk0 -period $clk_period [get_ports {csi_MCLK_clk}]

set non_clock_inputs [all_inputs -no_clocks]
set_input_delay [expr $clk_period * $clk_io_pct] -clock clk0 $non_clock_inputs
set_output_delay [expr $clk_period * $clk_io_pct] -clock clk0 [all_outputs]
```
**./design.v**
```verilog
module sht1x_sensor(
		input					rsi_MRST_reset,
		input					csi_MCLK_clk,
		input		[31:0]	avs_ctrl_writedata,
		output	[31:0]	avs_ctrl_readdata,
		input		[3:0]		avs_ctrl_byteenable,
		input		[2:0]		avs_ctrl_address,
		input					avs_ctrl_write,
		input					avs_ctrl_read,
		output				avs_ctrl_waitrequest,
	   output sck,  
		output dir,
		inout  sda
		);
		reg      [31:0] read_data;
		reg      [31:0] write_data;
		reg      [15:0] temperature;
		reg      [15:0] moisture;
		wire     data_ready;
		assign	avs_ctrl_readdata = read_data;
		always@(posedge csi_MCLK_clk or posedge rsi_MRST_reset)
		begin
			if(rsi_MRST_reset) begin
				read_data <= 0;
			end
			else if(avs_ctrl_write) 
			begin
				case(avs_ctrl_address)
					0: write_data <= avs_ctrl_writedata;
					default:;
				endcase	
			end
			else begin
				case(avs_ctrl_address)
					0: read_data <= 32;
					1: read_data <= 32'hEA680003;
					2: read_data <= {16'd0,temperature};
					3: read_data <= {16'd0,moisture};
					4: read_data <= {31'd0,data_ready};
					default: read_data <= 0;
				endcase
			end
		end
		wire sck_t;
		reg [31:0] temp;
		always @(posedge csi_MCLK_clk)
		begin
			temp <= temp + 32'd64585974/4/4/2; 
		end
		assign sck_t = temp[31];
		reg [15:0] measure_date;
		reg [7:0]  crc;
		parameter 
	   Address = 3'b000,
		Measure_Temperature=5'b00011,
		Measure_Relative_Humidity=5'b00101,
		Read_Status_Register=5'b00111,
		Write_Status_Register=5'b00110;
		parameter dir_out = 1'b1;
		parameter dir_in  = 1'b0;
		reg  dir_r;
		reg  sda_r;
		reg  sck_r;
		wire sda_in;
		assign sda_in = sda;
		assign sda = dir_r ? sda_r : 1'bz;
		assign sck = sck_r;
		assign dir = dir_r;
		parameter Reset_0 = 15'd0;
		parameter Reset_1 = Reset_0+1; 
		parameter Reset_2 = Reset_1+1;
		parameter Reset_3 = Reset_2+1;
		parameter Reset_4 = Reset_3+1;
		parameter Reset_5 = Reset_4+1;
		parameter Reset_6 = Reset_5+1;
		parameter Reset_7 = Reset_6+1;
		parameter Reset_8 = Reset_7+1;
		parameter Reset_9 = Reset_8+1;
		parameter Transmision_Start_0 = Reset_9+1;
		parameter Transmision_Start_1 = Transmision_Start_0+1; 
		parameter Transmision_Start_2 = Transmision_Start_1+1;
		parameter Transmision_Start_3 = Transmision_Start_2+1;
		parameter Transmision_Start_4 = Transmision_Start_3+1;
		parameter Transmision_Start_5 = Transmision_Start_4+1;
		parameter Transmision_Start_6 = Transmision_Start_5+1;
		parameter Transmision_Start_7 = Transmision_Start_6+1;
		parameter Command_0   = Transmision_Start_7+1;
		parameter Command_1   = Command_0+1;
		parameter Command_2   = Command_1+1;
		parameter Command_3   = Command_2+1;
		parameter Command_4   = Command_3+1;
	   parameter Command_5   = Command_4+1;
	   parameter Command_6   = Command_5+1;
		parameter Command_7   = Command_6+1;
		parameter Command_ack = Command_7+1;	
		parameter Measure_wait = Command_ack+1;
		parameter Date_0  = Measure_wait+1;
		parameter Date_1  = Date_0+1;
		parameter Date_2  = Date_1+1;
		parameter Date_3  = Date_2+1;
		parameter Date_4  =  Date_3 +1;
		parameter Date_5  =  Date_4 +1;
		parameter Date_6  =  Date_5 +1;
		parameter Date_7  =  Date_6 +1;
		parameter Date_ack_0 = Date_7+1;
		parameter Date_8   =  Date_ack_0 +1;
		parameter Date_9   =  Date_8 +1;
		parameter Date_10  =  Date_9 +1;
		parameter Date_11  =  Date_10 +1;
		parameter Date_12  =  Date_11 +1;
		parameter Date_13  =  Date_12 +1;
		parameter Date_14  =  Date_13 +1;
		parameter Date_15  =  Date_14+1;	
		parameter Date_ack_1 = Date_15+1;
		parameter Crc_0   = Date_ack_1+1;
		parameter Crc_1   = Crc_0+1;
		parameter Crc_2   = Crc_1+1;
		parameter Crc_3   = Crc_2+1;
		parameter Crc_4   = Crc_3+1;
		parameter Crc_5   = Crc_4+1;
		parameter Crc_6   = Crc_5+1;
		parameter Crc_7   = Crc_6+1;
		parameter Crc_ack = Crc_7+1;
		parameter check_sum = Crc_ack+1;
		parameter measure_update = check_sum+1;
		parameter measure_end = measure_update+1;
		reg [14:0]state;
		reg [14:0]next_state;
		reg [15:0]time_out;
		reg [7:0] command_reg;
		always @ (posedge sck_t)
		begin
			if(rsi_MRST_reset) begin
				state <= Reset_0;
			end else	begin
				state <= next_state;
			end
		end
		reg temp_moist; 
		always @ (state or sda_in or time_out or sck_t)
		begin
			if(state < Transmision_Start_0) begin
				next_state = state + 1;
				sck_r = !sck_t;
				sda_r = 1'b1;
				dir_r = dir_out;
			end
			else
			case(state)
			Transmision_Start_0: begin
				next_state = Transmision_Start_1;
				sck_r = 1'b1;
				sda_r = 1'b1;
				dir_r = dir_out;
			end
			Transmision_Start_1: begin
				next_state = Transmision_Start_2;
				sck_r = 1'b1;
				sda_r = 1'b0;
				dir_r = dir_out;
			end
			Transmision_Start_2: begin
				next_state = Transmision_Start_3;
				sck_r = 1'b0;
				sda_r = 1'b0;
				dir_r = dir_out;				
			end
			Transmision_Start_3: begin
				next_state = Transmision_Start_4;
				sck_r = 1'b1;
				sda_r = 1'b0;
				dir_r = dir_out;
			end
			Transmision_Start_4: begin
				next_state = Transmision_Start_5;
				sck_r = 1'b1;
				sda_r = 1'b1;
				dir_r = dir_out;
			end
			Transmision_Start_5: begin
				next_state = Transmision_Start_6;
				sck_r = 1'b0;
				sda_r = 1'b1;
				dir_r = dir_out;				
			end
			Transmision_Start_6: begin
				next_state = Transmision_Start_7;
				sck_r = 1'b0;
				sda_r = 1'b1;
				dir_r = dir_out;			
			end
			Transmision_Start_7: begin
				next_state = Command_0;
				sck_r = 1'b0;
				sda_r = 1'b0;
				dir_r = dir_out;			
				if (temp_moist == 0) 
					command_reg	= {Address,Measure_Temperature};
				else
					command_reg	= {Address,Measure_Relative_Humidity};
			end
			Command_0: begin
				next_state = Command_1;
				sck_r = !sck_t;
				sda_r = command_reg[7];
				dir_r = dir_out;	
			end
			Command_1: begin
				next_state = Command_2;
				sck_r = !sck_t;
				sda_r = command_reg[6];
				dir_r = dir_out;	
			end
			Command_2: begin
				next_state = Command_3;
				sck_r = !sck_t;
				sda_r = command_reg[5];
				dir_r = dir_out;	
			end
			Command_3: begin
				next_state = Command_4;
				sck_r = !sck_t;
				sda_r = command_reg[4];
				dir_r = dir_out;	
			end
			Command_4: begin
				next_state = Command_5;
				sck_r = !sck_t;
				sda_r = command_reg[3];
				dir_r = dir_out;	
			end
			Command_5: begin
				next_state <= Command_6;
				sck_r = !sck_t;
				sda_r = command_reg[2];
				dir_r = dir_out;	
			end
			Command_6: begin
				next_state = Command_7;
				sck_r = !sck_t;
				sda_r = command_reg[1];
				dir_r = dir_out;	
			end
			Command_7: begin
				next_state = Command_ack;
				sck_r = !sck_t;
				sda_r = command_reg[0];
				dir_r = dir_out;	
			end
			Command_ack: begin
				dir_r = dir_in;
				sck_r = !sck_t;
				if(time_out > 16'd20)
					next_state = Reset_0;
				else if( sda_in == 1'b1)
					next_state = Command_ack;	
				else
					next_state = Measure_wait;
			end
			Measure_wait: begin
				dir_r = dir_in;
				sck_r = 0;
				if(time_out > 16'd5000)
					next_state = Reset_0;
				else if( sda_in == 1'b1)
					next_state = Measure_wait;
				else			
					next_state = Date_0;			
			end
			Date_0: begin
				dir_r = dir_in;
				sck_r = !sck_t;
				next_state = Date_1;				
			end
			Date_1: begin
				dir_r = dir_in;
				sck_r = !sck_t;
				next_state = Date_2;				
			end	
			Date_2: begin
				dir_r = dir_in;
				sck_r = !sck_t;
				next_state = Date_3;				
			end	
			Date_3: begin
				dir_r = dir_in;
				sck_r = !sck_t;
				next_state = Date_4;				
			end	
			Date_4: begin
				dir_r = dir_in;
				sck_r = !sck_t;
				next_state = Date_5;				
			end	
			Date_5: begin
				dir_r = dir_in;
				sck_r = !sck_t;
				next_state = Date_6;				
			end	
			Date_6: begin
				dir_r = dir_in;
				sck_r = !sck_t;
				next_state = Date_7;				
			end	
			Date_7: begin
				dir_r = dir_in;
				sck_r = !sck_t;
				next_state = Date_ack_0;				
			end	
			Date_ack_0: begin
				dir_r = dir_out;
				sck_r = !sck_t;
				sda_r = 1'b0;
				next_state = Date_8;
			end
			Date_8: begin
				dir_r = dir_in;
				sck_r = !sck_t;
				next_state = Date_9;				
			end	
			Date_9: begin
				dir_r = dir_in;
				sck_r = !sck_t;
				next_state = Date_10;				
			end	
			Date_10: begin
				dir_r = dir_in;
				sck_r = !sck_t;
				next_state = Date_11;				
			end
			Date_11: begin
				dir_r = dir_in;
				sck_r = !sck_t;
				next_state = Date_12;				
			end	
			Date_12: begin
				dir_r = dir_in;
				sck_r = !sck_t;
				next_state = Date_13;				
			end	
			Date_13: begin
				dir_r = dir_in;
				sck_r = !sck_t;
				next_state = Date_14;				
			end	
			Date_14: begin
				dir_r = dir_in;
				sck_r = !sck_t;
				next_state = Date_15;				
			end				
			Date_15: begin
				dir_r = dir_in;
				sck_r = !sck_t;
				next_state = Date_ack_1;				
			end	
			Date_ack_1: begin
				dir_r = dir_out;
				sck_r = !sck_t;
				sda_r = 1'b0;
				next_state = Crc_0;				
			end
			Crc_0: begin
				dir_r = dir_in;
				sck_r = !sck_t;
				next_state = Crc_1;				
			end		
			Crc_1: begin
				dir_r = dir_in;
				sck_r = !sck_t;
				next_state = Crc_2;				
			end		
			Crc_2: begin
				dir_r = dir_in;
				sck_r = !sck_t;
				next_state = Crc_3;				
			end		
			Crc_3: begin
				dir_r = dir_in;
				sck_r = !sck_t;
				next_state = Crc_4;				
			end
			Crc_4: begin
				dir_r = dir_in;
				sck_r = !sck_t;
				next_state = Crc_5;				
			end		
			Crc_5: begin
				dir_r = dir_in;
				sck_r = !sck_t;
				next_state = Crc_6;				
			end	
			Crc_6: begin
				dir_r = dir_in;
				sck_r = !sck_t;
				next_state = Crc_7;				
			end	
			Crc_7: begin
				dir_r = dir_in;
				sck_r = !sck_t;
				next_state = Crc_ack;				
			end			
			Crc_ack: begin
				dir_r = dir_out;
				sck_r = !sck_t;
				sda_r = 1'b1;
				next_state = check_sum;				
			end	
			check_sum: begin
				next_state = measure_update;		
			end
		   measure_update: begin
				next_state = measure_end;		
			end	
			measure_end: begin
				next_state = state+1;
			end
			default: begin
				next_state = state+1;
				sck_r = 0;
				dir_r = dir_in;
			end
			endcase
		end
		always @ (posedge sck_t)
		begin
			case(state)
			Command_ack:
				time_out <= time_out+1;
			Date_ack_0:
				time_out <= time_out+1;
			default:
				time_out <= 0;
			endcase
		end
		always @ (posedge sck_t)
		begin
			case (state)
			Date_0: begin
				measure_date[15]<=sda_in;
			end
			Date_1: begin
				measure_date[14]<=sda_in;
			end	
			Date_2: begin
				measure_date[13]<=sda_in;
			end	
			Date_3: begin
				measure_date[12]<=sda_in;			
			end	
			Date_4: begin
				measure_date[11]<=sda_in;		
			end	
			Date_5: begin
				measure_date[10]<=sda_in;		
			end	
			Date_6: begin
				measure_date[9]<=sda_in;				
			end	
			Date_7: begin
				measure_date[8]<=sda_in;				
			end	
			Date_8: begin
				measure_date[7]<=sda_in;		
			end	
			Date_9: begin
				measure_date[6]<=sda_in;			
			end	
			Date_10: begin
				measure_date[5]<=sda_in;		
			end	
			Date_11: begin
				measure_date[4]<=sda_in;		
			end	
			Date_12: begin
				measure_date[3]<=sda_in;		
			end					
			Date_13: begin
				measure_date[2]<=sda_in;		
			end					
			Date_14: begin
				measure_date[1]<=sda_in;		
			end					
			Date_15: begin
				measure_date[0]<=sda_in;		
			end	
			Crc_0: begin
				crc[7]<=sda_in;		
			end	
			Crc_1: begin
				crc[6]<=sda_in;		
			end	
			Crc_2: begin
				crc[5]<=sda_in;		
			end	
			Crc_3: begin
				crc[4]<=sda_in;		
			end	
			Crc_4: begin
				crc[3]<=sda_in;		
			end	
			Crc_5: begin
				crc[2]<=sda_in;		
			end	
			Crc_6: begin
				crc[1]<=sda_in;		
			end	
			Crc_7: begin
				crc[0]<=sda_in;	
			end
			measure_update: begin
			if(temp_moist == 0)
				temperature <= measure_date;
			else
				moisture <= measure_date;
			end
			measure_end: begin
				temp_moist<=!temp_moist;	
			end				
			endcase
		end
endmodule
```
==> results.toml <==
# implementation run metrics
[timing]
untimed_endpoints = 137
unclocked_pins = 85

[synth]
syn_avg_cell_area_um2 = 9.81
syn_area_mm2 = 0.00620
top_cell = "dfxtp_1"
synth.distinct_cells = 62
flop_cell = "dfxtp_1"
edf_count = 49
yosysWarnings = 4
top_cells_by_area = "edfxtp_1 (24%), dfxtp_1 (20%), dfrtp_1 (6.9%), xor2_1 (4.4%), nand2_1 (3.5%)"
synth_largest_type_area_fraction_pct = 23.7
post-synth-top-area-cell = "edfxtp_1"
ys_area_mm2 = 0.00620
synth-seq-cells = 134
yosys_cells = 632
synthCells = 632
top_cells_by_count = "dfxtp_1 (63), nand2_1 (57), nor2_1 (52), edfxtp_1 (49), o21ai_0 (33)"
ys_async_sr_fraction_pct = 12.7

[floorplan]
ioPinCount = 79
fp.dieH_um = 126
placementRows = 45
die_w_um = 126
fp_util_pct = 40.9

[placement]
dp_slack_ps = 1060
placed_cells = 823
port_buffers = 31
place_hpwl_um = 8290
gp_congestion = 0.917

[cts]
cts_max_path_buffers = 2
cts-resized-gates = 0
ctsHoldBuffers = 0
cts_root_buf = "clkbuf_16"
postCtsSetupBuffers = 0
cts_buffers = 5
htreeDepth = 2

[run_status]
flow.stopped_at = "4_1_cts"
status = "aborted with a tool error"
tool.error = "[error] [KeplerFormal.cpp:679] Workflow failed: Iso has multiple drivers: .sda0, sda$_DLATCH_N_.Q0"
[stage by stage]
step           utilization, %  hold slack [ps]  cell area (um^2)
3_5_place_dp             43.7              410              6630
3_3_place_gp             43.7              401              6630
2_1_floorplan               -              388              6230
[cells by family after synthesis]
family / synth area share [%]
xor+xnor: 7.63
fa+ha+maj: 1.41
flops: 50.9
latches: 1.21
simple gates: 18.3
other cells: 0.0605
buf+inv: 4.99
mux: 2.10
compound gates: 13.3
