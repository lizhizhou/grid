File: /design/flow/constraint.sdc
current_design grid_PWM

set clk_period 3.6
set clk_io_pct 0.2

create_clock -name clk0 -period $clk_period [get_ports {csi_MCLK_clk}]
create_clock -name clk1 -period $clk_period [get_ports {csi_PWMCLK_clk}]

set non_clock_inputs [all_inputs -no_clocks]
set_input_delay [expr $clk_period * $clk_io_pct] -clock clk0 $non_clock_inputs
set_output_delay [expr $clk_period * $clk_io_pct] -clock clk0 [all_outputs]
File: /design/flow/design.v
module grid_PWM(
input					rsi_MRST_reset,
input					csi_MCLK_clk,
input		[31:0]	avs_pwm_writedata,
output	[31:0]	avs_pwm_readdata,
input		[2:0]		avs_pwm_address,
input		[3:0]		avs_pwm_byteenable,
input					avs_pwm_write,
input					avs_pwm_read,
output				avs_pwm_waitrequest,
input					rsi_PWMRST_reset,
input					csi_PWMCLK_clk,
input		[31:0]	asi_fm_data,
input					asi_fm_valid,
output				asi_fm_ready,
input		[31:0]	asi_pm_data,
input					asi_pm_valid,
output				asi_pm_ready,
output				coe_PWMOUT
);
assign	avs_pwm_readdata = read_data;
assign	avs_pwm_waitrequest = 1'b0;
assign	asi_fm_ready = fm_ready;
assign	asi_pm_ready = pm_ready;
assign	coe_PWMOUT = (out_inv) ? ~pwm_out : pwm_out;
reg		[31:0]	read_data = 0;
reg					out_inv = 0;
reg					asi_gate_en = 0;
reg					asi_dtyc_en = 0;
reg					r_reset = 1;
reg		[31:0]	r_gate = 0;
reg		[31:0]	r_dtyc = 0;
always@(posedge csi_MCLK_clk or posedge rsi_MRST_reset)
begin
	if(rsi_MRST_reset) begin
		read_data <= 0;
	end
	else begin
		case(avs_pwm_address)
			0: read_data <= 32;
			1: read_data <= 32'hEA680002;
			2: read_data <= {7'b0, asi_gate_en, 7'b0, asi_dtyc_en, 7'b0, out_inv, 7'b0, r_reset};
			3: read_data <= r_gate;
			4: read_data <= r_dtyc;
			default: read_data <= 0;
		endcase
	end
end
always@(posedge csi_MCLK_clk or posedge rsi_MRST_reset)
begin
	if(rsi_MRST_reset) begin
		out_inv <= 0;
		asi_gate_en <= 0;
		asi_dtyc_en <= 0;
		r_reset <= 1;
		r_gate <= 0;
		r_dtyc <= 0;
	end
	else begin
		if(avs_pwm_write) begin
			case(avs_pwm_address)
				2: begin 
					if(avs_pwm_byteenable[3]) asi_gate_en <= avs_pwm_writedata[24];
					if(avs_pwm_byteenable[2]) asi_dtyc_en <= avs_pwm_writedata[16];
					if(avs_pwm_byteenable[1]) out_inv <= avs_pwm_writedata[8];
					if(avs_pwm_byteenable[0]) r_reset <= avs_pwm_writedata[0];
				end
				3: begin
					if(avs_pwm_byteenable[3]) r_gate[31:24] <= avs_pwm_writedata[31:24];
					if(avs_pwm_byteenable[2]) r_gate[23:16] <= avs_pwm_writedata[23:16];
					if(avs_pwm_byteenable[1]) r_gate[15:8] <= avs_pwm_writedata[15:8];
					if(avs_pwm_byteenable[0]) r_gate[7:0] <= avs_pwm_writedata[7:0];
				end
				4: begin
					if(avs_pwm_byteenable[3]) r_dtyc[31:24] <= avs_pwm_writedata[31:24];
					if(avs_pwm_byteenable[2]) r_dtyc[23:16] <= avs_pwm_writedata[23:16];
					if(avs_pwm_byteenable[1]) r_dtyc[15:8] <= avs_pwm_writedata[15:8];
					if(avs_pwm_byteenable[0]) r_dtyc[7:0] <= avs_pwm_writedata[7:0];
				end
				default: begin end
			endcase
		end
	end
end
wire					pwm_reset, pwm_gate_reset, pwm_dtyc_reset;
reg		[31:0]	pwm_gate = 0;
reg		[31:0]	pwm_dtyc = 0;
reg		[31:0]	pwm_cnt = 0;
reg					pwm_out = 0;
reg					fm_ready = 0;
reg					pm_ready = 0;
assign	pwm_reset = rsi_PWMRST_reset | r_reset;
assign	pwm_gate_reset = (asi_gate_en) ? rsi_PWMRST_reset : r_reset;
assign	pwm_dtyc_reset = (asi_dtyc_en) ? rsi_PWMRST_reset : r_reset;
always@(posedge csi_PWMCLK_clk or posedge pwm_reset)
begin
	if(pwm_reset) begin
		pwm_cnt <= 0;
		pwm_out <= 0;
	end
	else begin
		if(pwm_cnt != pwm_gate) pwm_cnt <= pwm_cnt + 1; else pwm_cnt <= 0;
		if(pwm_cnt < pwm_dtyc) pwm_out <= 0; else pwm_out <= 1;
	end
end
always@(posedge csi_PWMCLK_clk or posedge pwm_gate_reset)
begin
	if(pwm_gate_reset) begin
		pwm_gate <= 0;
		fm_ready <= 0;
	end
	else begin
		if(asi_gate_en) begin
			fm_ready <= 1;
			if(asi_fm_valid) pwm_gate <= asi_fm_data;
		end
		else begin
			fm_ready <= 0;
			pwm_gate <= r_gate;
		end
	end
end
always@(posedge csi_PWMCLK_clk or posedge pwm_dtyc_reset)
begin
	if(pwm_dtyc_reset) begin
		pwm_dtyc <= 0;
		pm_ready <= 0;
	end
	else begin
		if(asi_dtyc_en) begin
			pm_ready <= 1;
			if(asi_pm_valid) pwm_dtyc <= asi_pm_data;
		end
		else begin
			pm_ready <= 0;
			pwm_dtyc <= r_dtyc;
		end
	end
end
endmodule
File: /design/flow/config.mk
export PLATFORM = sky130hd
export DESIGN_NAME = grid_PWM
export DESIGN_NICKNAME = grid_PWM
export VERILOG_FILES = /design/flow/design.v
export SDC_FILE = /design/flow/constraint.sdc
export NUM_CORES = 4
export LEC_CHECK = 1
export CORE_UTILIZATION = 30
File: /design/flow/run.sh
#!/bin/bash
# OpenROAD 26Q1-2900-gdf79404cd8, Yosys 0.63+post, stock flow scripts
make -C /OpenROAD-flow-scripts/flow DESIGN_CONFIG=/design/flow/config.mk WORK_HOME=/design/flow/orfs finish
==> impl_metrics.tcl <==
# yosys + openroad results
set metrics [dict create \
    cts_tree "yes" \
    syn_area_um2 9604 \
    synthCells 852 \
    tool_warnings 30 \
    p_leak_nw 5.493 \
    cp.required_ps 3760 \
    dp_cells 1370 \
    vias 6571 \
    outcome "finished clean" \
    cts.clk_slew.worst_paths_ps 80 \
    avgViaCountPerCell 4.684 \
    fp.dieH_um 180.9 \
    synth.distinct_cells 47 \
    synthTopCellsByArea "dfrtp_1 (52%), mux2_2 (8.0%), mux2i_1 (7.3%), nor2_1 (4.3%), ha_1 (4.2%)" \
    ys_seq_share_pct 51.86 \
    post-cts-setup-buffers 0 \
    yosys.area.top_type "dfrtp_1" \
    rr_worst_depth 6 \
    critPathTopFamily "AND-OR/OR-AND gates" \
    wl_per_cell_um 18.79 \
    layout_setup_ws_ps 1103 \
    die-area_um2 32730 \
    crit_path_frequent_cell "o21ai_0" \
    clock-skew-final_ps 13.96 \
    rows 65 \
    ys_chip_area_um2 9604 \
    cts_resized 0 \
    track_usage_pct 17.23 \
    slew_violations 0 \
    area_delta_synth_final_pct 25.69 \
    initCoreUtil_pct 30.44 \
    arrival_ps 2660 \
    die_x_um 180.9 \
    grt_pass1_wl_um 41480 \
    yosysWarnings 1 \
    crit_buf_inv 0 \
    hold_path.class "reg -> async" \
    portBuffers 143 \
    hpwl_um 20110 \
    ys_cells 852 \
    drive_gt1_share_pct 14.10 \
    timing.hold.ws_ps 459.6 \
    top_cell "dfrtp_1" \
    first_global_vias 6892 \
    drc_errors 0 \
    slowest_stage "a2111oi_0" \
    dr.pass1.iters 4 \
    stdcell_count 1403 \
    setup_viol 0 \
    rsz0062_at_grt "no" \
    grt_max_degree 101 \
    synth_flops 199 \
    ys.flop_type "dfrtp_1" \
    io_pins 147 \
    crit_cells 6 \
    path_max_fanout 7 \
    cp-start-kind "register" \
    drt-initial-drc-count 299 \
    async_reset_ff_share_pct 100.0 \
    irDropWorstVdd_mv 0.2341 \
    regToRegSetupSlack_ps 1100 \
    top_area_share_pct 51.59 \
    hold_buffers 0 \
    worstSetupEndpointType "register" \
    maxCapViolCount 0 \
    grt_overflow 0 \
    place.gp.congestion 0.8726 \
    setup_tns_ps 0 \
    crit_start "pwm_cnt[19]" \
    top_cells_by_count "dfrtp_1 (198), nor2_1 (111), a21oi_1 (75), mux2i_1 (70), mux2_2 (68)" \
    synth.avg_cell_area_um2 11.27 \
    cpPeakStageDelay_ps 600 \
    fill_cells 3012 \
    logic_area_um2 4312 \
    r2r_start "pwm_cnt[19]" \
    edf_count 0 \
    hold_viol_final 0 \
    crit_end "pwm_out" \
    seqCellArea_um2 4984 \
    slew-limit-headroom_pct 51.47 \
    worst_slew_pin_slew_ps 727.9 \
    drt_wl_total_um 26370 \
    worstPathCellList "ha_1, a21oi_1, o21ai_0, a221o_1, a2111oi_0, o21ai_0" \
    drtAntennaViolNets 0 \
    cts.sinks 199 \
    path_class "reg -> reg" \
    powerDensity_nw_per_um2 553.2 \
    r2r_end "pwm_out" \
    core_um2 31560 \
    dp_slack_ps 850.5 \
    antenna_found_initial 1 \
]
==> stage by stage <==
step	util, %	power (mW)	cell area (µm²)
4_1_cts	38.25	6.750	12070
3_5_place_dp	36.36	4.803	11470
5_1_grt	38.25	7.087	12070
3_3_place_gp	36.36	4.783	11470
6_report	38.26	6.678	12070
2_1_floorplan	-	4.077	9604
==> state kept, by name (all words and copies together) (netlist names) <==
register / cells
pwm_gate: 32
pm_ready: 1
asi_gate_en: 1
fm_ready: 1
r_gate: 32
pwm_cnt: 32
asi_dtyc_en: 1
read_data: 32
r_reset: 1
out_inv: 1
pwm_dtyc: 32
pwm_out: 1
r_dtyc: 32
==> placed cells by master, fill, tap and decap left out, types with 4 or more instances in the layout <==
cell             count
inv_1               35
and4_1               6
clkbuf_16           18
nand4_1             12
and3_1               6
o21ai_0              8
ha_1                32
nand2_1             23
xnor2_1             21
mux2i_1             68
xor2_1              42
dfrtp_1            196
nand2b_1            11
nor4_1              11
buf_4               13
nor3_1               6
a21oi_1             75
nor2_2               9
clkdlybuf4s50_1    141
nor2_1             110
clkinv_4             4
nand3_1             11
mux2_2              68
a22o_1              27
==> area by class of cell <==
| type | count | share of cell area (%) |
|---|---|---|
| sequential | 199 | 41.28 |
| multi-input combinational | 576 | 35.72 |
| timing repair buffer | 157 | 12.75 |
| tap | 402 | 4.167 |
| clock buffer | 19 | 3.845 |
| inverter | 36 | 1.140 |
| clock inverter | 13 | 1.078 |
| antenna | 1 | 0.02073 |
==> power breakdown <==
| part | internal [mW] | switching [mW] |
|---|---|---|
| Sequential | 2.70 | 0.444 |
| Combinational | 0.772 | 0.843 |
| Clock | 1.04 | 0.880 |
| Total | 4.51 | 2.17 |
==> worst min path at each step <==
stage / endpoint / from
CTS: pwm_dtyc[10] / r_reset
finish: pwm_dtyc[10] / r_reset
global route: pwm_dtyc[11] / r_reset
==> worst reg2reg max path: cells and delay by family (launching register included) <==
kind                       cells  cell delay, ps
adders and majority gates      1             330
AOI/OAI and AO/OA              5            1460
DFF                            1             530
==> logic make-up (layout without fill, tap and decap cells) <==
kind of cell	count (synthesis)	count (layout)	share of synthesized area, %
DFF	199	199	51.86
buffers and inverters	77	225	3.531
adders and majority gates	32	32	4.169
AOI/OAI and AO/OA	121	121	7.700
other	1	2	0.03905
muxes	138	138	15.27
xor gates and xnor gates	63	63	5.745
and+or+nand+nor	221	221	11.69
==> layer usage <==
layer | global-route usage, % | wire, µm | vias to the layer above
li1 | - | - | 3247
met1 | 26.26 | 12050 | 3149
met2 | 25.98 | 12040 | 146
met3 | 3.942 | 1657 | 29
met4 | 3.145 | 618 | 0
met5 | 0 | 0 | -
Power and IR drop assume default switching activity.
